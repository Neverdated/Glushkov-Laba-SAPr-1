File: flow/design.v
module random_accsess_memory
#( parameter MEM_SIZE = 6, parameter DATA_W = 10 )
(
	input clock,
	input write,
	input [ DATA_W-1 : 0 ] datain,
	input [ $clog2(MEM_SIZE) - 1 : 0] addr_w,
	input read,
	input [ $clog2(MEM_SIZE) - 1 : 0] addr_r,
	output reg [ DATA_W-1 : 0 ] dataout
);
	reg [MEM_SIZE*DATA_W-1:0] mem_unit;
	integer i;
	always @(posedge clock)
	begin
		if(read)
			for( i = 0; i < MEM_SIZE; i = i + 1 )
				if( addr_r == i )
					dataout <= mem_unit[ (i+1)*DATA_W - 1 -: DATA_W ];
		if(write)
			for (i = 0; i < MEM_SIZE; i = i + 1)
				if (addr_w == i)
					mem_unit[ (i+1)*DATA_W - 1 -: DATA_W ] <= datain;
	end
endmodule
File: flow/run.sh
#!/bin/bash
# OpenROAD 26Q1-2900-gdf79404cd8, Yosys 0.63+post, stock flow scripts
make -C /OpenROAD-flow-scripts/flow DESIGN_CONFIG=/design/flow/config.mk WORK_HOME=/design/flow/orfs finish
File: flow/constraint.sdc
current_design random_accsess_memory

set clk_period 2.1
set clk_io_pct 0.2

create_clock -name clk0 -period $clk_period [get_ports {clock}]

set non_clock_inputs [all_inputs -no_clocks]
set_input_delay [expr $clk_period * $clk_io_pct] -clock clk0 $non_clock_inputs
set_output_delay [expr $clk_period * $clk_io_pct] -clock clk0 [all_outputs]
File: flow/config.mk
export PLATFORM = sky130hd
export DESIGN_NAME = random_accsess_memory
export DESIGN_NICKNAME = random_accsess_memory
export VERILOG_FILES = /design/flow/design.v
export SDC_FILE = /design/flow/constraint.sdc
export NUM_CORES = 4
export LEC_CHECK = 1
export CORE_UTILIZATION = 40
==> results.txt <==
Implementation status.

- The flow ran to the end, and the final reports show no timing, DRC or antenna violations.
- Looking at the clock tree report, the root buffer type is clkbuf_8.
- The total power density per cell area is 779 nW/um2.
- The launching element type of the critical path is a primary input.
- Sequential cells account for a little under three fifths of the total power.
- The library cell used most frequently in the layout, excluding fill and tap cells, is edfxtp_1.
- Synthesis instantiated 22 different standard cells from the library.
- Dividing the final minimum period by the clock period gives 86.0%.
- The critical path class is primary input to register.
- For this design, Yosys synthesis ends with a cell count of 177.
- The report counts max-capacitance violations totalling 0.
- The leakage power is about 0.0012 uW.
- The Yosys chip area is between 3000 and 4000 um2.
- The number of cells on the worst reg-to-reg path is 4.
- Post-CTS repair changed the size of 0 cells.
- The first element of the critical path is addr_r[1].
- Counting endpoints that fail hold in the final report gives 0.
- The required time at the worst-slack endpoint is approximately 2.2 ns.
- The routed layout has about 1700 vias.
- The height of the chip is 89.1 um.
- The CTS tree is built.
- The clock network power share is 34.0%.
- The power report puts the net switching power at 621 uW.
- In this run, synthesis produced a sequential element count of 70.
- The fraction of final layout cells sized beyond drive strength 1 is 29.6%.
- According to the dpl log, the detail-placed design has an HPWL of 3830 um.
- During I/O placement, the number of pins put on the boundary was 29.
- The area inside the core boundary is ~7300 um2.
- The cell family contributing the most delay on the critical path is buffers and inverters.
- The number of warnings in the stage logs is 25.
- The signal on the critical path passes through clkdlybuf4s50_1 > buf_4 > mux2i_1 > o2bb2ai_2 > a221oi_2 > o32ai_2.
- The origin of the critical flop-to-flop path is mem_unit[6].
- The global router reports that the layer with the highest usage is met2.
- On the worst path, the slowest cell contributes a delay of 0.58 ns.
- The number of routed nets with antenna violations is 0.
- The max-slew violation count is 0.
- Timing analysis after detailed placement gives a worst setup slack of -0.0460 ns.
- Before placement the cells fill roughly two fifths of the core.
- For met1 alone, demand over resource in global routing was 22.7%.
- Summed over all layers, the global routing overflow is 0.
- The TritonCTS buffer count is 9.
- The layout overhead on the synthesized area is 23.1%.
- Looking at the critical path, the highest net fanout was 6.
- The design draws a little under 3000 uW.
- The clock passes through at most 2 buffers.
- The tightest min-delay check is of the register to register type.
- The number of optimization iterations in the first detailed-route pass is 4.
- The final clock skew is roughly 0.0059 ns.
- The clock net in this run drives a total of 70 sinks.
- The logic gate share of total power is 10.5%.
- STA reports a reg2reg setup slack of 0.79 ns.
- After clock tree synthesis, the setup repair step added 0 buffers.
- In the post-route analysis, the smallest setup slack over all paths is ~0.29 ns.
- The internal portion of the total power is ~2300 uW.
- The tightest hold path in the finished design has a slack of approximately 0.62 ns.
- TritonRoute reported its final design rule violation total as 0.
- Per the timing report, the most critical flop-to-flop path finishes at dataout[6].
- The end of the critical path is dataout[2].
- The met3 track demand over resource is 9.46%.
- Per the layout report, the design carries 609 filler cells.
- The quantity of hold-fixing buffers added after cts is 0.
- The placement report lists the number of port buffers as 28.
- The die boundary width is 89.1 um.
- The clock latency at the later pin of the worst-skew pair is approximately 0.33 ns.
- The portion of the post-synthesis area used by sequential elements is 69.3%.
- The final core utilization is 51.2%.
- The number of buffers and inverters on the critical path is 2.
- The transition time at the pin with the least slew margin is 0.486 ns.
- The routed length per instance is approximately 18 um.
- Setup repair after global routing left no endpoint under its margin.
- The most common logic cells in the final layout are 70 x edfxtp_1, 28 x clkdlybuf4s50_1, 23 x buf_4.
- The time the worst path needs with I/O delays and setup is between 1.5 and 2 ns.
- According to the floorplan log, the row count is 31.
- The type of element capturing the critical path is a register.
- The finished cells cover 3730 um2.
- In this run the VDD rail shows a maximum IR drop of 0.329 mV.
- The via count of the first global-routing pass is roughly 1800.
- The total die area is 7930 um2.
- The first global-routing pass estimated roughly 9200 um of wire.
- Entering global routing, the biggest net connects 17 pins.
- The aggregate routed wire length is between 5000 and 6000 um.
- The final weighted congestion recorded by global placement is 0.874.
- The number of antenna violations at the first check in global routing is 0.
- The tightest slew margin relative to the limit is 67.5%.
- The cell count along the critical path is 6.
- In this run the number of H-tree levels came out at 3.
- A synthesized cell averages 17.1 um2.
- The met2 usage in global routing is 27.2%.
- The standard cell with the maximum stage delay on the critical path is clkdlybuf4s50_1.
- The total antenna diodes in the routed design is 0.
- The summed instance area of the synthesized netlist is slightly above 3000 um2.
- Global routing used 17.2% of the available tracks.
- The worst path arrival time is 1.88 ns.
- Synthesis produced a netlist whose cell count is ~180.
- The first-iteration detailed-routing DRC count is ~52.
- From the final report, the count of setup violators was given as 0.
- The switching portion of total power comes to 21.4%.
- Counting the warning lines in the Yosys log gives 1.
- The maximum achievable frequency is 553 MHz.
- Per the post-CTS timing run, clock transition at the registers of the reported paths is about 0.070 ns.
- Once placement finished, the instance area stood at between 3000 and 4000 um2.
- The routed design shows a via density per instance of 5.21.
==> flip-flops by register name (all words and copies together), names as in the netlist <==
| signal | cells |
|---|---|
| mem_unit | 60 |
| dataout | 10 |
==> logic make-up (layout without fill, tap and decap cells) <==
family / count (synthesis) / after routing / share of synthesized area (%)
AND-OR/OR-AND: 51 / 51 / 19.6
buffers and inverters: 13 / 69 / 2.64
flip-flops: 70 / 70 / 69.3
multiplexers: 10 / 10 / 3.30
AND/OR/NAND/NOR: 33 / 33 / 5.08
==> layout make-up <==
type / count / area (um2) / area share [%]
sequential: 70 / 2100 / 56.3
clock buffer: 10 / 128 / 3.42
inverter: 1 / 3.75 / 0.101
timing repair buffer: 52 / 473 / 12.7
tap: 99 / 124 / 3.32
clock inverter: 6 / 52.6 / 1.41
multi-input combinational: 94 / 850 / 22.8
==> power groups by stage <==
stage | logic (uW) | clock network (uW) | registers (uW)
finish | 306 | 989 | 1610
global route | 332 | 1070 | 1620
CTS | 308 | 1000 | 1610
==> synth_stat cells <==
cell | count | area share, %
edfxtp_1 | 70 | 69
nor2_1 | 22 | 2.7
a221oi_2 | 10 | 5.0
mux2i_1 | 10 | 3.3
o21ai_0 | 10 | 1.7
o21bai_1 | 10 | 2.5
o2bb2ai_2 | 10 | 5.0
o32ai_2 | 10 | 5.4
buf_2 | 4 | 0.66
buf_6 | 3 | 1.1
clkbuf_1 | 3 | 0.37
nand2b_1 | 3 | 0.62
nand2_1 | 2 | 0.25
nor3_1 | 2 | 0.33
a21boi_0 | 1 | 0.25
and4b_1 | 1 | 0.33
buf_1 | 1 | 0.12
buf_4 | 1 | 0.25
inv_2 | 1 | 0.12
nor2_4 | 1 | 0.37
nor2b_1 | 1 | 0.21
nor3b_1 | 1 | 0.25
==> worst register-to-register path: stages, from the launching register on <==
cell and delay, ns:
edfxtp_1 0.42, o21bai_1 0.20, o2bb2ai_2 0.14, a221oi_2 0.19, o32ai_2 0.11
==> how the worst min path moves through the flow <==
stage / endpoint / slack (ns) / cells after the start / from
4_1_cts: dataout[4] / 0.62 / 2 / mem_unit[54]
5_1_grt: dataout[5] / 0.65 / 2 / mem_unit[55]
6_report: dataout[4] / 0.62 / 2 / mem_unit[54]
==> routing by layer <==
layer  routed length (um)  vias to the layer above
met4                  110                        0
li1                     -                      820
met3                  611                       10
met2                 2870                       80
met1                 2310                      820
met5                    0                        -
==> metrics by stage <==
stage,cells,setup TNS (ns)
floorplan,177,0
finish,332,0
detailed placement,316,-0.287
global route,332,0
CTS,332,0
global placement,316,-0.116
Power figures rest on the tool's default switching activity, not on a simulated workload.
